==> flow/design.v <==
`timescale 1ns / 1ps
module Traffic_Light_Controller(
    input clk, rst,
    input btnU, btnL, btnR, btnD,
    output reg [2:0] light_M1,
    output reg [2:0] light_S,
    output reg [2:0] light_MT,
    output reg [2:0] light_M2,
    output wire [6:0] seg,
    output wire [3:0] an,
    output wire dp
);
    parameter  S1=0, S2=1, S3=2, S4=3, S5=4, S6=5;
    reg [2:0] ps;
    reg [3:0] count;
    parameter sec7=7, sec5=5, sec2=2, sec3=3;
    reg [27:0] div;
    always @(posedge clk or posedge rst)
        if (rst)
            div <= 0;
        else
            div <= div + 1;
    wire slow_clk  = div[25];    
    wire blink_clk = div[23];    
    reg [1:0] syncU, syncL, syncR, syncD;
    reg [2:0] active_mode;   
    always @(posedge clk or posedge rst) begin
        if (rst) begin
            {syncU, syncL, syncR, syncD} <= 8'b0;
            active_mode <= 3'd0;
        end else begin
            syncU <= {syncU[0], btnU};
            syncL <= {syncL[0], btnL};
            syncR <= {syncR[0], btnR};
            syncD <= {syncD[0], btnD};
            if (syncU == 2'b01)
                active_mode <= (active_mode==3'd1) ? 3'd0 : 3'd1;
            else if (syncL == 2'b01)
                active_mode <= (active_mode==3'd2) ? 3'd0 : 3'd2;
            else if (syncR == 2'b01)
                active_mode <= (active_mode==3'd3) ? 3'd0 : 3'd3;
            else if (syncD == 2'b01)
                active_mode <= (active_mode==3'd4) ? 3'd0 : 3'd4;
        end
    end
    always @(posedge slow_clk or posedge rst) begin
        if (rst) begin
            ps <= S1;
            count <= 0;
        end
        else if (active_mode == 3'd0) begin
            case(ps)
                S1: if (count < sec7) count <= count + 1; else begin ps <= S2; count <= 0; end
                S2: if (count < sec2) count <= count + 1; else begin ps <= S3; count <= 0; end
                S3: if (count < sec5) count <= count + 1; else begin ps <= S4; count <= 0; end
                S4: if (count < sec2) count <= count + 1; else begin ps <= S5; count <= 0; end
                S5: if (count < sec3) count <= count + 1; else begin ps <= S6; count <= 0; end
                S6: if (count < sec2) count <= count + 1; else begin ps <= S1; count <= 0; end
                default: ps <= S1;
            endcase
        end
    end
    always @(*) begin
        light_M1 = 3'b000;
        light_M2 = 3'b000;
        light_MT = 3'b000;
        light_S  = 3'b000;
        case(active_mode)
            3'd1: begin
                if (blink_clk) begin
                    light_M1 = 3'b010;
                    light_M2 = 3'b010;
                    light_MT = 3'b010;
                    light_S  = 3'b010;
                end
            end
            3'd2: begin
                light_M1 = 3'b001; light_MT = 3'b001;
                light_M2 = 3'b100; light_S  = 3'b100;
            end
            3'd3: begin
                light_M1 = 3'b100; light_MT = 3'b100;
                light_M2 = 3'b001; light_S  = 3'b100;
            end
            3'd4: begin
                light_M1 = 3'b100; light_MT = 3'b100;
                light_M2 = 3'b100; light_S  = 3'b001;
            end
            default: begin
                case(ps)
                    S1: begin light_M1=3'b001; light_M2=3'b001; light_MT=3'b100; light_S=3'b100; end
                    S2: begin light_M1=3'b001; light_M2=3'b010; light_MT=3'b100; light_S=3'b100; end
                    S3: begin light_M1=3'b001; light_M2=3'b100; light_MT=3'b001; light_S=3'b100; end
                    S4: begin light_M1=3'b010; light_M2=3'b100; light_MT=3'b010; light_S=3'b100; end
                    S5: begin light_M1=3'b100; light_M2=3'b100; light_MT=3'b100; light_S=3'b001; end
                    S6: begin light_M1=3'b100; light_M2=3'b100; light_MT=3'b100; light_S=3'b010; end
                    default: begin light_M1=3'b000; light_M2=3'b000; light_MT=3'b000; light_S=3'b000; end
                endcase
            end
        endcase
    end
    reg [3:0] remain;
    always @(*) begin
        case(ps)
            S1: remain = (sec7>count)?(sec7-count):0;
            S2: remain = (sec2>count)?(sec2-count):0;
            S3: remain = (sec5>count)?(sec5-count):0;
            S4: remain = (sec2>count)?(sec2-count):0;
            S5: remain = (sec3>count)?(sec3-count):0;
            S6: remain = (sec2>count)?(sec2-count):0;
            default: remain = 0;
        endcase
        if (remain>9) remain=9;
        if (active_mode!=3'd0) remain=0;  
    end
    SevenSegDriver display(
        .clk(clk),
        .rst(rst),
        .d3(4'hF), .d2(4'hF), .d1(4'hF), .d0(remain),
        .seg(seg), .an(an), .dp(dp)
    );
endmodule
module SevenSegDriver(
    input  wire       clk,
    input  wire       rst,
    input  wire [3:0] d3, d2, d1, d0,
    output reg  [6:0] seg,
    output reg  [3:0] an,
    output wire       dp
);
    localparam DIV = 100_000;  
    reg [16:0] cnt;
    always @(posedge clk)
        if (rst) cnt <= 0;
        else if (cnt==DIV-1) cnt<=0;
        else cnt<=cnt+1;
    wire tick=(cnt==DIV-1);
    reg [1:0] sel;
    always @(posedge clk)
        if (rst) sel<=0;
        else if (tick) sel<=sel+1;
    reg [3:0] val;
    always @(*) begin
        case(sel)
            2'd0: begin an=4'b1110; val=d0; end
            2'd1: begin an=4'b1101; val=d1; end
            2'd2: begin an=4'b1011; val=d2; end
            2'd3: begin an=4'b0111; val=d3; end
        endcase
    end
    always @(*) begin
        case(val)
            4'h0: seg=7'b1000000;
            4'h1: seg=7'b1111001;
            4'h2: seg=7'b0100100;
            4'h3: seg=7'b0110000;
            4'h4: seg=7'b0011001;
            4'h5: seg=7'b0010010;
            4'h6: seg=7'b0000010;
            4'h7: seg=7'b1111000;
            4'h8: seg=7'b0000000;
            4'h9: seg=7'b0010000;
            default: seg=7'b1111111;
        endcase
    end
    assign dp = 1'b1;  
endmodule
==> flow/run.sh <==
#!/bin/bash
# OpenROAD 26Q1-2900-gdf79404cd8, Yosys 0.63+post, stock flow scripts
make -C /OpenROAD-flow-scripts/flow DESIGN_CONFIG=/design/flow/config.mk WORK_HOME=/design/flow/orfs finish
==> flow/config.mk <==
export PLATFORM = sky130hd
export DESIGN_NAME = Traffic_Light_Controller
export DESIGN_NICKNAME = Traffic_Light_Controller
export VERILOG_FILES = /design/flow/design.v
export SDC_FILE = /design/flow/constraint.sdc
export NUM_CORES = 4
export LEC_CHECK = 1
export CORE_UTILIZATION = 40
==> flow/constraint.sdc <==
current_design Traffic_Light_Controller

set clk_period 4.8
set clk_io_pct 0.2

create_clock -name clk0 -period $clk_period [get_ports {clk}]

set non_clock_inputs [all_inputs -no_clocks]
set_input_delay [expr $clk_period * $clk_io_pct] -clock clk0 $non_clock_inputs
set_output_delay [expr $clk_period * $clk_io_pct] -clock clk0 [all_outputs]
==> results.yml <==
# physical design summary
outcome:
  outcome: "completed"
logic_synthesis:
  post_synth.cell_area_avg_um2: 9.266
  simple_gate_share: 0.2413
  synth_cell_types: 57
  ys_area_mm2: 0.003744
  synth.yosys.num_cells: 404
  post_synth_most_frequent_cells: "47 x sky130_fd_sc_hd__nor2_1, 46 x sky130_fd_sc_hd__dfrtp_1, 37 x sky130_fd_sc_hd__nand2_1"
  synthDominantCellAreaShare: 0.3075
  ys_sh_aoi: 0.1357
  postSynth.asyncResetShare: 0.7121
  synthDominantAreaCellType: "sky130_fd_sc_hd__dfrtp_1"
  yosys_top_cell_by_instances: "sky130_fd_sc_hd__nor2_1"
  synthesis.area_mm2: 0.003744
  number_of_enable_flip_flop_cells: 0
  yosys-mux-area-fraction: 0.002674
  synthesized_area_fraction_occupied_by_adder_cells: 0.06618
  numSynthFlops: 66
  top_cells_by_area: "sky130_fd_sc_hd__dfrtp_1 31%, sky130_fd_sc_hd__dfxtp_1 10%, sky130_fd_sc_hd__ha_1 6.4%"
  synth-main-ff-cell: "sky130_fd_sc_hd__dfrtp_1"
  ys_warn_count: 2
  ys_seq_frac: 0.4161
  synth.comb.largest_family: "simple AND/OR/NAND/NOR gates"
  synth-xor-area-share: 0.09358
  synth_cells: 404
run:
  cap_violations: 0
  count_of_warning_messages_emitted_by_the_tools: 37
place:
  port_buffers: 28
  hpwlAfterDp_mm: 4.739
  place_worst_setup_slack_ps: 999.4
  gpl.final_weighted_congestion: 0.8887
final_timing:
  finalHoldWorstSlack_ps: 378.5
  worst_pin_slew_ps: 721.3
  max_slew_margin: 0.5154
  timing.final.hold_violations: 0
  unconstrained_endpoints: 10
  timing.final.max_slew_violations: 0
  final-setup-viol-count: 0
  timing.final.crit_period_ps: 4137
  finalWorstSetupSlack_ps: 663.5
  max_freq_mhz: 241.7
  fin_tns_setup_ps: 0
  finalCritPeriodShare: 0.8618
  unclocked_regs: 10
  rsz0062_at_grt: "no"
  final.setup_skew_ps: 12.44
routing:
  route.vias.total: 2770
  drtIter0Drc: 98
  detail_route.drc_violations: 0
  routed_wire_length_per_instance_um: 11.78
  num_antenna_cells: 0
  drt_via_density: 5.187
  antenna_left: 0
  detail_route.first_pass.iterations: 4
  finalWirelength_mm: 6.289
die:
  ioPinCount: 30
  num_rows: 34
  die_width_um: 98.74
  initCoreUtil: 0.4211
  chipHeight_um: 98.74
  placeableCoreArea_mm2: 0.008891
  chipArea_mm2: 0.009750
worst_setup_path:
  critical_path_peak_fanout: 22
  critical_path.reg2reg.startpoint: "div[2]"
  critical_path.endpoint: "seg[1]"
  startpoint: "active_mode[2]"
  cp_top_family: "AND-OR/OR-AND gates"
  crit_cells: 8
  cp-start-kind: "flip-flop"
  critical_path_class: "reg2out"
  critical_path_buf_inv_count: 1
  cp_slowest_cell: "sky130_fd_sc_hd__dfrtp_1"
  worst_ep_arrival_time_ps: 3180
  rrSetupSlack_ps: 2930
  required_ps: 3840
  regToRegEndpoint: "div[23]"
  timing.critical_path.cells: "or3_1, a21o_1, a21o_2, o21ai_2, nor2_1, ha_1, o21ai_0, clkdlybuf4s50_1"
  crit_path_end_kind: "primary output"
  cp_slowest_stage_delay_ps: 600
  timing.reg2reg.worst_path_depth: 6
grt:
  gr-usage-all-layers: 0.1394
  use_met2: 0.2216
  grt-ovfl-total: 0
  pin_count_of_the_biggest_net_entering_global_routing: 48
  grt_busiest_layer: "met2"
  met1_usage: 0.2194
  global_route.usage.met3: 0.01443
  grt_pass1_vias: 2500
  first_pass_grt_wire_length_mm: 11.13
  antenna_found_initial: 0
clocking:
  clock.latency.late_pin_ps: 300
  postCtsResizedCells: 0
  cts_hold_repair.buffers: 0
  cts.clk_slew.worst_paths_ps: 100
  clock_root_buffer_master: "sky130_fd_sc_hd__clkbuf_8"
  htree_num_levels: 2
  cts_buffer_depth: 2
  cts_made_buffers: 5
  cts.repair_timing.setup_buffer_count: 0
  tritoncts: "built"
power:
  ir_drop_v: 0.0001902
  pwr_density_cell_mw_per_mm2: 198.1
  power_leakage_nw: 1.805
finish:
  layout.filler_cells: 833
  fraction_of_layout_instances_using_a_drive_strength_above_1: 0.05869
  final_util: 0.4689
  area.growth.synth_to_final_pct: 11.36
min_path:
  timing.hold.worst.class: "reg2reg"
## cell families after synthesis
kind of cell | count (synthesis)
buffers and inverters | 35
AOI/OAI and AO/OA | 69
and+or+nand+nor | 172
adders and majority gates | 20
other | 1
DFF | 66
muxes | 1
xor gates and xnor gates | 40
## power by group
part | switching (mW) | internal, mW | leakage [nW] | total, mW
clock network | 0.150 | 0.104 | 0.0445 | 0.254
registers | 0.0144 | 0.477 | 0.775 | 0.492
logic | 0.0417 | 0.0382 | 0.985 | 0.0799
total | 0.206 | 0.620 | 1.81 | 0.826
## final cells by class
class / instances / area [µm²] / area share
well taps: 108 / 135.1 / 0.03241
repair buffers: 29 / 287.8 / 0.06903
multi-input cells: 303 / 2023 / 0.4853
flip-flops and latches: 66 / 1558 / 0.3736
clock buffers: 5 / 68.82 / 0.01651
clock inverters: 3 / 21.27 / 0.005102
inverters: 20 / 75.07 / 0.01801
## layout by cell type (no fill, tap or decap), types with 3 or more instances in the layout
cell type,instances
sky130_fd_sc_hd__nor2_1,47
sky130_fd_sc_hd__dfrtp_1,46
sky130_fd_sc_hd__nand2_1,37
sky130_fd_sc_hd__clkdlybuf4s50_1,28
sky130_fd_sc_hd__nand3_1,27
sky130_fd_sc_hd__xnor2_1,26
sky130_fd_sc_hd__inv_1,19
sky130_fd_sc_hd__ha_1,19
sky130_fd_sc_hd__dfxtp_1,19
sky130_fd_sc_hd__o21ai_0,17
sky130_fd_sc_hd__xor2_1,14
sky130_fd_sc_hd__a21oi_1,12
sky130_fd_sc_hd__nor2b_1,9
sky130_fd_sc_hd__a21o_1,8
sky130_fd_sc_hd__nand4_1,8
sky130_fd_sc_hd__a22o_1,8
sky130_fd_sc_hd__nor3_1,7
sky130_fd_sc_hd__nand2b_1,7
sky130_fd_sc_hd__and3_1,6
sky130_fd_sc_hd__clkbuf_8,5
sky130_fd_sc_hd__or3_1,4
sky130_fd_sc_hd__and4_1,4
sky130_fd_sc_hd__o2111ai_1,4
sky130_fd_sc_hd__o211ai_1,3
sky130_fd_sc_hd__or2_2,3
## through the flow
| stage | power [mW] | instance area, µm² | instances |
|---|---|---|---|
| 5_1_grt | 0.8703 | 4169 | 534 |
| 2_1_floorplan | 0.5500 | 3744 | 404 |
| 3_5_place_dp | 0.5827 | 4079 | 526 |
| 6_report | 0.8260 | 4169 | 534 |
| 4_1_cts | 0.8407 | 4169 | 534 |
| 3_3_place_gp | 0.5823 | 4079 | 526 |
## worst min path at each step
stage | from | end | slack, ps | depth (start not counted)
CTS | syncD[0] | syncD[1] | 390 | 0
global route | syncR[0] | syncR[1] | 410 | 0
finish | syncD[0] | syncD[1] | 380 | 0
## sequential cells by signal (all words and copies together), names as in the netlist
name / flops
div: 26
display.cnt: 17
ps: 6
count: 4
active_mode: 3
display.sel: 2
syncD: 2
syncL: 2
syncR: 2
syncU: 2
## per-layer routing
| metal | routed length [µm] | vias to the layer above | share of wire |
|---|---|---|---|
| met5 | 0 | - | 0 |
| met2 | 2867 | 40 | 0.46 |
| met3 | 146 | 9 | 0.023 |
| met1 | 3178 | 1286 | 0.51 |
| met4 | 96 | 0 | 0.015 |
| li1 | - | 1435 | - |
Power is estimated from default activity; no workload was simulated.
